### flow/design.v
module eightbit(a,b,opcode,sum,cout,overflow);
    input [7:0] a,b;
    input opcode;
    output [7:0] sum;
    output cout,overflow;
    wire cout,overflow;
    wire signed [7:0] sum;
    wire [6:0] intermediate_carry;
    onebit A0(a[0],b[0],opcode,opcode,sum[0],intermediate_carry[0]);
    onebit A1(a[1],b[1],intermediate_carry[0],opcode,sum[1],intermediate_carry[1]);
    onebit A2(a[2],b[2],intermediate_carry[1],opcode,sum[2],intermediate_carry[2]);
    onebit A3(a[3],b[3],intermediate_carry[2],opcode,sum[3],intermediate_carry[3]);
    onebit A4(a[4],b[4],intermediate_carry[3],opcode,sum[4],intermediate_carry[4]);
    onebit A5(a[5],b[5],intermediate_carry[4],opcode,sum[5],intermediate_carry[5]);
    onebit A6(a[6],b[6],intermediate_carry[5],opcode,sum[6],intermediate_carry[6]);
    onebit A7(a[7],b[7],intermediate_carry[6],opcode,sum[7],cout);
    assign overflow=intermediate_carry[6]^cout;
endmodule
module onebit(a,b,cin,opcode,sum,cout);
    input a,b,cin,opcode;
    output sum,cout;
    wire sum,cout;
    assign sum=a^(b^opcode)^cin;
    assign cout=(a&(b^opcode))|((b^opcode)&cin)|(cin&a);
endmodule
module fivebit(a,b,opcode,sum,cout,overflow);
    input [4:0] a;
    input [1:0] b;
    input opcode;
    output [4:0] sum;
    output cout,overflow;
    wire cout,overflow;
    wire signed [4:0] sum;
    wire [3:0] intermediate_carry;
    onebit A0(a[0],b[0],opcode,opcode,sum[0],intermediate_carry[0]);
    onebit A1(a[1],b[1],intermediate_carry[0],opcode,sum[1],intermediate_carry[1]);
    onebit A2(a[2], 1'b0,intermediate_carry[1],opcode,sum[2],intermediate_carry[2]);
    onebit A3(a[3],1'b0,intermediate_carry[2],opcode,sum[3],intermediate_carry[3]);
    onebit A7(a[4],1'b0,intermediate_carry[3],opcode,sum[4],cout);
    assign overflow=intermediate_carry[3]^cout;
endmodule
module grid_walk(steps, direction, clk, x, y);
input wire [1:0] steps;
input wire [1:0] direction;
input wire clk;
output reg signed [4:0] x = 5'b00000, y = 5'b00000;
assign direction_op_code = direction == 2'b00 | direction == 2'b01 ? 0 : 1; 
wire signed [4:0] newX, newY;
wire coutX ,overflowX;
wire coutY ,overflowY;
fivebit addX(x, steps, direction_op_code, newX, coutX, overflowX);
fivebit addY(y, steps, direction_op_code, newY, coutY, overflowY);
always @(posedge clk) begin
    if (direction == 2'b00) begin
        if(newX[4] == 1) begin
            x <= 5'b01111;
        end
        else begin
            x <= newX;
        end
    end
    else if (direction == 2'b10) begin
      if(newX[4] == 1) begin
            x <= 5'b00000;
        end
        else begin
            x <= newX;
        end
    end
    else if (direction == 2'b01) begin
      if(newY[4] == 1) begin
            y <= 5'b01111;
        end
        else begin
            y <= newY;
        end
    end
    else begin
        if(newY[4] == 1) begin
            y <= 5'b00000;
        end
        else begin
            y <= newY;
        end
    end
end
endmodule
### flow/run.sh
#!/bin/bash
# OpenROAD 26Q1-2900-gdf79404cd8, Yosys 0.63+post, stock flow scripts
make -C /OpenROAD-flow-scripts/flow DESIGN_CONFIG=/design/flow/config.mk WORK_HOME=/design/flow/orfs finish
### flow/config.mk
export PLATFORM = sky130hd
export DESIGN_NAME = eightbit
export DESIGN_NICKNAME = eightbit
export VERILOG_FILES = /design/flow/design.v
export SDC_FILE = /design/flow/constraint.sdc
export NUM_CORES = 4
export LEC_CHECK = 1
export CORE_AREA = 10 10 70 70
export DIE_AREA = 0 0 80 80
### flow/constraint.sdc
current_design eightbit

set clk_period 5.7
set clk_io_pct 0.2

create_clock -name clk0 -period $clk_period

set non_clock_inputs [all_inputs -no_clocks]
set_input_delay [expr $clk_period * $clk_io_pct] -clock clk0 $non_clock_inputs
set_output_delay [expr $clk_period * $clk_io_pct] -clock clk0 [all_outputs]
==> results.yml <==
# synthesis and place-and-route metrics
drt:
  drt_iter0_drc: 5
  num_vias: 281
  wl_um: 913
  viasPerCell: 2.651
  drt.antenna.violating_nets: 0
  diodes: 0
  wl_per_cell_um: 8.613
  dr.pass1.iters: 2
  drc: 0
floorplan:
  die_x_um: 80
  pin_count: 27
  rows: 21
  die_height_um: 80
  dieArea_um2: 6400
  fp_util_pct: 10.15
  core-area_um2: 3416
synthesis:
  postSynthSeqShare_pct: 0
  common_cells: "12 x inv_1, 8 x buf_4, 7 x fa_1"
  top_cell_area_share_pct: 40.43
  area_leaders: "fa_1 40%, buf_4 17%, xnor2_1 15%, inv_1 13%, xor2_1 7.6%"
  yosys_warnings: 0
  most_common_cell: "inv_1"
  syn-instance-count: 38
  synth_cell_types: 7
  syn-cell-area_um2: 346.6
  synth-area-yosys_um2: 346.6
  postSynthAreaPerCell_um2: 9.121
  largest_area_cell: "fa_1"
  ys_cells: 38
global_route:
  grt_start_max_net_pins: 7
  grt_pass1_wl_mm: 1.476
  grt_pass1_vias: 321
  gr-total-overflow: 0
  antenna_found_initial: 0
  grt_usage_pct: 2.884
finish:
  synthToLayoutAreaGrowth_pct: 87.36
  drive_above_1_share_pct: 23.33
  flop_area_um2: 0
  combGateArea_um2: 251.5
  seq_cell_count: 0
  n_clock_buffer: 0
  final_area_um2: 649.4
  nFillCells: 382
  fin_cells: 106
timing:
  max_freq_mhz: 182.3
  finalSetupTns_ns: 0
  timing.final.crit_share_pct: 96.23
  rsz0062_at_grt: "no"
  slew_viol_final: 0
  setup_viol: 0
  hold_viol: 0
  tightest_slew_ns: 0.2082
  fin_crit_ns: 5.485
  slew_headroom_pct: 86.02
power:
  vdd_ir_drop_max_mv: 0.04507
  power_density_nw_per_um2: 121.4
  leakage_nw: 0.2753
job:
  maxCapViolations: 0
  tool_warnings: 32
place:
  dp.cells: 105
  place_hpwl_um: 870.4
  place_congestion: 0.7864
  detailed_place.area_um2: 625.6
  portBuffers: 27
setup_path:
  start_kind: "input pin"
  criticalPathCategory: "in2out"
  cp_common_cell: "fa_2"
  end_kind: "output port"
  cp_max_fo: 2
  crit_required_ns: 4.56
  slowest_stage: "fa_2"
  crit_chain: "dlygate4sd2_1 > mux2_4 > fa_2 > inv_1 > fa_2 > fa_2 > fa_2 > fa_2 > fa_2 > inv_2 > fa_2 > buf_4 > xnor2_1 > clkdlybuf4s15_1"
  slowest_delay_ns: 0.39
  arrival_ns: 4.35
worst_hold_path:
  min_from: "a[0]"
  holdPathStages: 3
  hold-path-endpoint: "sum[0]"
  min_path_type: "in2out"
outcome:
  outcome: "finished, final reports clean"
clock_network:
  hold_buffers: 0
through the flow:
step / setup slack, ns / power [mW] / hold slack (ns) / util (%)
after floorplan: 0.3839 / 0.04350 / 2.429 / -
after global placement: -0.4558 / 0.07978 / 3.244 / 18.32
after detailed placement: -0.4625 / 0.07998 / 3.240 / 18.32
after CTS: 0.005240 / 0.08210 / 2.981 / 19.01
after global routing: 0.05818 / 0.09066 / 2.993 / 19.01
final: 0.2148 / 0.07885 / 2.976 / 19.01
worst max-delay path: cells and delay by family:
family	cells	cell delay, ns
buf+inv	5	0.68
mux	1	0.21
fa+ha+maj	7	2.21
xor+xnor	1	0.10
cell usage in the layout (no fill, tap or decap), drive strengths merged:
master,netlist,layout
clkdlybuf4s50,0,19
inv,12,12
fa,7,7
xnor2,6,6
dlygate4sd2,0,5
buf,9,4
xor2,3,3
clkdlybuf4s15,0,3
mux2,1,1
worst max path at each step:
stage         from        to  slack (ns)
finish        b[0]  overflow        0.21
global route  b[0]  overflow        0.06
CTS           b[0]    sum[7]       0.005
logic make-up after synthesis:
family	synth area share, %
adder cells (fa/ha/maj)	40.43
buffers and inverters	33.57
multiplexers	3.249
XOR/XNOR	22.74
timing repair:
item	CTS	global route
buffers inserted	1	0
hold endpoints to repair	0	0
setup endpoints to repair	4	3
pin swaps	8	3
gates resized	21	0
power breakdown:
group | internal [mW] | switching, mW | leakage (nW)
clock network | 0 | 0 | 0
logic | 0.0546 | 0.0243 | 0.275
registers | 0 | 0 | 0
total | 0.0546 | 0.0243 | 0.275
layout make-up:
class	instances	area share [%]
Inverter	12	6.936
Multi-Input combinational cell	17	38.73
Tap cell	46	8.863
Timing Repair Buffer	31	45.47
layer usage:
layer  up-vias  share of wire, %  GRT usage [%]
met5         -                 0              0
met4         0                 0              0
met3         0                31          2.841
met2        27                21          2.809
met1       116                48          4.310
li1        138                 -              -
Power is estimated from default activity; no workload was simulated.
