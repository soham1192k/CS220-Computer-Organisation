===== constraint.sdc =====
current_design grid_walk

set clk_period 4.0
set clk_io_pct 0.2

create_clock -name clk0 -period $clk_period [get_ports {clk}]

set non_clock_inputs [all_inputs -no_clocks]
set_input_delay [expr $clk_period * $clk_io_pct] -clock clk0 $non_clock_inputs
set_output_delay [expr $clk_period * $clk_io_pct] -clock clk0 [all_outputs]

===== design.v =====
module onebit(a,b,cin,opcode,sum,cout);
    input a,b,cin,opcode;
    output sum,cout;
    wire sum,cout;
    assign sum=a^(b^opcode)^cin;
    assign cout=(a&(b^opcode))|((b^opcode)&cin)|(cin&a);
endmodule
module fivebit(a,b,opcode,sum,cout,overflow);
    input [4:0] a;
    input [1:0] b;
    input opcode;
    output [4:0] sum;
    output cout,overflow;
    wire cout,overflow;
    wire signed [4:0] sum;
    wire [3:0] intermediate_carry;
    onebit A0(a[0],b[0],opcode,opcode,sum[0],intermediate_carry[0]);
    onebit A1(a[1],b[1],intermediate_carry[0],opcode,sum[1],intermediate_carry[1]);
    onebit A2(a[2], 1'b0,intermediate_carry[1],opcode,sum[2],intermediate_carry[2]);
    onebit A3(a[3],1'b0,intermediate_carry[2],opcode,sum[3],intermediate_carry[3]);
    onebit A7(a[4],1'b0,intermediate_carry[3],opcode,sum[4],cout);
    assign overflow=intermediate_carry[3]^cout;
endmodule
module grid_walk(steps, direction, clk, x, y);
input wire [1:0] steps;
input wire [1:0] direction;
input wire clk;
output reg signed [4:0] x = 5'b00000, y = 5'b00000;
assign direction_op_code = direction == 2'b00 | direction == 2'b01 ? 0 : 1; 
wire signed [4:0] newX, newY;
wire coutX ,overflowX;
wire coutY ,overflowY;
fivebit addX(x, steps, direction_op_code, newX, coutX, overflowX);
fivebit addY(y, steps, direction_op_code, newY, coutY, overflowY);
always @(posedge clk) begin
    if (direction == 2'b00) begin
        if(newX[4] == 1) begin
            x <= 5'b01111;
        end
        else begin
            x <= newX;
        end
    end
    else if (direction == 2'b10) begin
      if(newX[4] == 1) begin
            x <= 5'b00000;
        end
        else begin
            x <= newX;
        end
    end
    else if (direction == 2'b01) begin
      if(newY[4] == 1) begin
            y <= 5'b01111;
        end
        else begin
            y <= newY;
        end
    end
    else begin
        if(newY[4] == 1) begin
            y <= 5'b00000;
        end
        else begin
            y <= newY;
        end
    end
end
endmodule

===== config.mk =====
export PLATFORM = sky130hd
export DESIGN_NAME = grid_walk
export DESIGN_NICKNAME = grid_walk
export VERILOG_FILES = /design/flow/design.v
export SDC_FILE = /design/flow/constraint.sdc
export NUM_CORES = 4
export LEC_CHECK = 1
export CORE_AREA = 10 10 74 74
export DIE_AREA = 0 0 84 84

===== run.sh =====
#!/bin/bash
# OpenROAD 26Q1-2900-gdf79404cd8, Yosys 0.63+post, stock flow scripts
make -C /OpenROAD-flow-scripts/flow DESIGN_CONFIG=/design/flow/config.mk WORK_HOME=/design/flow/orfs finish

==> notes.md <==
yosys + openroad results -> sw power 0.0000991 W, Via Count roughly 480, XOR Share, Synth around 2.7%, # Cells Yosys 66, 1st-iter DRT viols between 50 and 60, Final min period around 2900 ps, Max-area cell share 37.3%, Max VDD drop about 0.10 mV, Num CTS Buffers 3, FILL cells 429, Min-Delay Path Class flip-flop to flip-flop, GRT overflow 0, height of the die roughly 84 um, Post-Syn Area 644 um2, share of cells above drive strength 1 12.9%, Hold Vio Cnt, Final 0, slowest cell delay on critical path between 700 and 800 ps, crit path cell chain clkdlybuf4s50_1 > xor2_1 > fa_1 > or3b_4 > a21oi_1 > nor3_1, Yosys top cell by area edfxtp_1, CP Capture Type flip-flop, crit path launch type input port, P per Cell Area between 400 and 500 mW/mm2, DR vias/cell 4.01, vias in the first global route about 420, GRT Resource Usage Total 3.58%, fmax about 350 MHz, setup ws final around 1100 ps, # hold bufs at CTS 0, DRT Pass-1 Iters 4, die width between 80 and 90 um, Adder-Cell Fraction of Synth Area approximately 6.2%, Unique cell types 29, Crit Path Category input port to flip-flop, worst-case clock buffer depth 2, YS chip area roughly 640 um2, Gate Count Post-Synth roughly 66, Synth logic family simple AND/OR/NAND/NOR gates, cycle use final ~70%, Worst EP required 3970 ps, core footprint between 0.003 and 0.004 mm2, Final Instance Count excl. Fillers approximately 120, number of synthesized register bits 8, Critical Path AT 2840 ps, Ant. Diodes 0, Worst Path Buf+Inv 1, first-pass GRT wire length roughly 2100 um, # Max-Cap Violations 0, worst-path maximum fanout 11, Sw Ratio between 20% and 30%, drc violations 0, internal cell power 0.000259 W, Crit path max-delay family buffers and inverters, WL final around 1300 um, Setup Buffers After CTS 0, Clock Sinks 8, status complete, no violations, antenna violations before repair 0, Root Buffer clkbuf_8, final setup fails 0, H-tree depth 1, Starting Density 16.2%, CTS tree built, pin count of the biggest net entering global routing 12, Clk pwr share between 20% and 30%, MUX area fraction 0%, yosys simple share 23.3%, Clock transition at path regs about 40 ps, register area share after synthesis 37.3%, leak pwr between 0.2 and 0.3 nW, Comb power frac about a third, port bufs 12, worst skew pair latency between 200 and 250 ps, synthesis-to-finish area growth 21.9%, hpwl dp 1000 um, sequential share of power about two fifths, setup TNS 0 ps, clock skew after layout between 0.1 and 0.15 ps, Log Warnings 25, Ports 15, wire per inst ~11 um, Synth warnings 2, Final ANT Viol Nets 0, Post-synth area hogs edfxtp_1, buf_4, fa_1, a21oi_1, nand2_1, die area 0.00706 mm2, RSZ-0062 raised after global routing false, DP Cell Count 117, post_cts resized 0, Core Rows 23, Syn Area/Cell roughly 9.8 um2, CP max-delay cell clkdlybuf4s50_1, ao+oa area frac approximately 15%, gpl congestion roughly 0.79, worst slack, placed between 900 and 1000 ps, Final Max Tran Viols 0, final hold slack approximately 700 ps
worst register-to-register path, cell delays in order (launching register included):
cell	delay [ps]
edfxtp_1	390
nand2_1	120
nand2_1	80
fa_1	440
or3b_4	410
a21oi_1	150
nor3_1	70
routing by layer:
layer | wire length (um) | GRT usage [%]
met1 | 666 | 5.48
met5 | 0 | 0
met3 | 114 | 1.48
met4 | 10 | 0.609
met2 | 512 | 4.53
worst paths after layout:
path	startpoint	endpoint	slack [ps]	cells past startpoint
min reg2reg	x[0]	x[0]	700	2
max	direction[1]	y[1]	1130	6
max reg2reg	y[0]	y[1]	2080	6
min	x[0]	x[0]	700	2
cell usage after synthesis:
| master | n |
|---|---|
| xor2_1 | 1 |
| edfxtp_1 | 8 |
| nand2b_1 | 3 |
| or2_2 | 1 |
| clkbuf_1 | 1 |
| nand4b_1 | 1 |
| nor3b_2 | 1 |
| o31ai_1 | 1 |
| a211oi_1 | 1 |
| a21boi_0 | 1 |
| and4_1 | 1 |
| buf_4 | 11 |
| a31oi_1 | 1 |
| nor3b_1 | 1 |
| fa_1 | 2 |
| conb_1 | 1 |
| nor2b_2 | 2 |
| nand3b_1 | 1 |
| a21oi_1 | 5 |
| nand2_1 | 6 |
| inv_1 | 3 |
| o31ai_2 | 1 |
| o22ai_1 | 3 |
| a221o_1 | 1 |
| nor2b_1 | 1 |
| nor2_1 | 2 |
| xnor2_1 | 1 |
| nor3_1 | 3 |
| or3b_4 | 1 |
power groups by stage:
| stage | Clock, W | Combinational (W) | Sequential [W] |
|---|---|---|---|
| CTS | 0.0000964 | 0.000124 | 0.000141 |
| finish | 0.0000938 | 0.000123 | 0.000141 |
| global route | 0.000101 | 0.000141 | 0.000145 |
logic make-up after synthesis:
group,after synthesis
adder cells (fa/ha/maj),2
AND/OR/NAND/NOR,24
flip-flops,8
AND-OR/OR-AND,14
other,1
buffers and inverters,15
XOR/XNOR,2
layout make-up:
| class | count | area [um2] | share of cell area (%) |
|---|---|---|---|
| clock buffers | 3 | 41.3 | 5.25 |
| repair buffers | 12 | 120 | 15.3 |
| well taps | 50 | 62.6 | 7.96 |
| multi-input cells | 44 | 310 | 39.5 |
| flip-flops and latches | 8 | 240 | 30.6 |
| inverters | 3 | 11.3 | 1.43 |
flip-flops by register name, summed over array words and instances (netlist names):
| name | cells |
|---|---|
| x | 4 |
| y | 4 |
layout by cell type, fill, tap and decap left out, types with 2 or more instances in the layout:
master and count:
fa_1 2, nand2_1 6, nor3_1 3, inv_1 3
nand2b_1 3, conb_1 2, clkbuf_8 3, a21oi_1 5
edfxtp_1 8, clkdlybuf4s50_1 12, o22ai_1 3, nor2b_2 2
nor2_1 2
per-stage QoR:
| stage | instance area, um2 | power (W) | util [%] |
|---|---|---|---|
| 6_report | 786 | 0.000358 | 19.8 |
| 5_1_grt | 786 | 0.000388 | 19.8 |
| 4_1_cts | 786 | 0.000362 | 19.8 |
| 3_5_place_dp | 744 | 0.000264 | 18.7 |
| 3_3_place_gp | 744 | 0.000264 | 18.7 |
| 2_1_floorplan | 648 | 0.000232 | - |
No activity file was given, so power comes from the tool's default toggle rates.
