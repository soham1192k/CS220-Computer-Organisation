## /design/flow/design.v

```verilog
module main(clk, pc, r, i, j, three, four, five, six);
    input clk;
    output reg [2:0] pc = 3'b0;
    output reg [2:0] r = 3'b0;
    output reg [2:0] i = 3'b0;
    output reg [2:0] j = 3'b0;
    output reg [2:0] three = 3'b0;
    output reg [2:0] four = 3'b0;
    output reg [2:0] five = 3'b0;
    output reg [2:0] six = 3'b0;
    reg [31:0] registers[0:7];
    wire [31:0] curr_inst;
    wire [5:0] curr_opcode;
    wire [4:0] curr_rd;
    wire [4:0] curr_rt;
    assign curr_inst = registers[pc];
    assign curr_opcode = curr_inst[31:26];
    assign curr_rd = curr_inst[15:11];
    assign curr_rt = curr_inst[20:16];
    initial begin
        registers[0]=32'b00100000000001000011010001010110;
        registers[1]=32'b00100000000001011111111111111111;
        registers[2]=32'b00000000101001000011000000010100;
        registers[3]=32'b00100000000000110000000000000111;
        registers[4]=32'b00000000110000110011000000000100;
        registers[5]=32'b00000000000000110001100001000010;
        registers[6]=32'b01011100100001011001101010111100;
        registers[7]=32'b00001000000100100011010001010110;
    end
    always @(posedge clk) begin
        if (curr_opcode == 0) begin
            r <= #1 r + 1;
            if (curr_rd == 3) begin
              three <= #1 three + 1;
            end
            else if (curr_rd == 4) begin
              four <= four + 1;
            end
            else if (curr_rd == 5) begin
              five <= five + 1;
            end
            else if (curr_rd == 6) begin
              six <= six + 1;
            end
        end
        else if (curr_opcode == 2 | curr_opcode == 3) begin
            j <= #1 j + 1;
        end
        else begin
            i<= #1 i + 1;
            if (curr_rt == 3) begin
              three <= #1 three + 1;
            end
            else if (curr_rt == 4) begin
              four <= four + 1;
            end
            else if (curr_rt == 5) begin
              five <= five + 1;
            end
            else if (curr_rt == 6) begin
              six <= six + 1;
            end
        end
        pc <= #1 pc + 1;
    end
endmodule
```

## /design/flow/run.sh

```bash
#!/bin/bash
# OpenROAD 26Q1-2900-gdf79404cd8, Yosys 0.63+post, stock flow scripts
make -C /OpenROAD-flow-scripts/flow DESIGN_CONFIG=/design/flow/config.mk WORK_HOME=/design/flow/orfs finish
```

## /design/flow/config.mk

```make
export PLATFORM = sky130hd
export DESIGN_NAME = main
export DESIGN_NICKNAME = main
export VERILOG_FILES = /design/flow/design.v
export SDC_FILE = /design/flow/constraint.sdc
export NUM_CORES = 4
export LEC_CHECK = 1
export CORE_AREA = 10 10 96 96
export DIE_AREA = 0 0 106 106
```

## /design/flow/constraint.sdc

```tcl
current_design main

set clk_period 1.8
set clk_io_pct 0.2

create_clock -name clk0 -period $clk_period [get_ports {clk}]

set non_clock_inputs [all_inputs -no_clocks]
set_input_delay [expr $clk_period * $clk_io_pct] -clock clk0 $non_clock_inputs
set_output_delay [expr $clk_period * $clk_io_pct] -clock clk0 [all_outputs]
```

==> deck_impl_summary.md <==
Synthesis and Place & Route Summary

Timing
  • RSZ-0062 raised after global routing: true
  • Hold slack: 563.1 ps
  • Tcrit/Tclk final: 1.051
  • Actual slew at the worst max-slew pin: 426.0 ps
  • Fin Setup TNS: -413.4 ps
  • Final Hold Fails: 0
  • Pins Over Slew Limit: 0
  • Achievable Freq: 528.4 MHz
  • Final setup viols: 9
  • Fin worst setup slack: -92.35 ps
  • Final min period: 1892 ps
  • Layout Skew: 7.677 ps
  • Relative slew slack: 0.7149

Drt
  • DR vias: 744
  • Routed WL per cell: 9.917 um
  • Drt first-iter violations: 24
  • Total routed wirelength: 2281 um
  • DRC: 0
  • DRT antenna net count: 0
  • Diode count: 0
  • First-pass detailed-route iteration total: 4
  • Vias/cell: 3.235

Place
  • Placed inst area: 1653 um2
  • Hpwl dp: 1830 um
  • Placed cell count: 225
  • Placer Congestion: 0.7801
  • Count of input and output buffers: 24

Clock tree
  • Reg clk slew, reported paths: 90 ps
  • Clk root buf: clkbuf_8
  • H-tree depth: 1
  • Num CTS Buffers: 3
  • TritonCTS clock tree: built
  • CTS sink cnt: 24
  • Clk ins delay skew pair: 270 ps
  • Clk buf depth: 2
  • Hold buffer count at CTS: 0

Floorplan
  • Die H: 106 um
  • Core Region: 7214 um2
  • Ports: 25
  • Row cnt: 31
  • Chip area: 11240 um2
  • Floorplan utilization: 0.1556
  • Die span in x: 106 um

Global route
  • Pin count of the biggest net entering global routing: 14
  • Initial antenna violation count: 0
  • Vias in the first global route: 719
  • Global-route wire length before repair: 3622 um
  • GR Overflow Total: 0
  • GR Util All Layers: 0.03994

Setup path
  • Critical Path Sink Type: flip-flop
  • Critical Path Source Type: flip-flop
  • Crit path DAT: 1860 ps
  • Critical path class: reg -> reg
  • Crit-path max FO: 4
  • Crit path required time: 1770 ps
  • Worst Reg-to-Reg Cells: 6

Pwr
  • PwrDens: 557.4 nW/um2
  • Worst vdd ir: 0.1782 mV
  • Leakage power: 0.0007721 uW
  • Final Power: 962.4 uW

Layout
  • Number of fill cells in the layout: 780
  • Post-Layout Cell Count: 230
  • Syn-to-layout area delta: 53.85%
  • Layout cells sized above 1: 0.2443
  • Design area: 1727 um2

Synthesis
  • Ys Warns: 1
  • Syn_area_per_cell: 13.52 um2
  • Post-synth regs: 24
  • Seq/Total Area, Yosys: 0.6154
  • Cell area after synthesis: 1122 um2
  • Syn Inst Count: 83
  • Yosys stat cell total: 83
  • Distinct cells, synth: 21
  • Area reported by Yosys stat: 1122 um2

Job
  • OpenROAD warnings: 33
  • Maxcap violations: 0

Outcome
  • Failing checks: setup timing
  • Status: finished, violations left

Min path
  • Hold WC Path Type: reg -> reg
  • Worst hold path stage count: 2
-- flip-flops by register name (all words and copies together), names as in the netlist --
signal / cells
pc: 3
four: 3
five: 3
j: 3
i: 3
r: 3
three: 3
six: 3
-- power breakdown --
| part | internal [uW] | total, uW | switching (uW) | leakage, uW |
|---|---|---|---|---|
| Combinational | 0 | 0.000474 | 0 | 0.000474 |
| Clock | 195 | 368 | 172 | 0.0000288 |
| Sequential | 595 | 595 | 0 | 0.000270 |
-- Yosys cell counts (all sizes together) --
cell	n	area, um2
buf	1	5.000
nor3	1	5.000
or3	1	6.260
o32ai	1	8.760
ha	14	175.2
a221oi	1	8.760
or3b	1	8.760
nand2	5	18.77
xor2	7	61.31
nor2	3	11.26
nor2b	3	18.77
o21a	2	15.01
a21oi	3	18.77
nor4	1	6.260
nand2b	1	6.260
edfxtp	21	630.6
o21ai	1	5.000
dfxtp	3	60.06
inv	12	45.04
or4	1	7.510
-- worst max-delay path, cell delays in order, from the launching register on --
cell     delay [ps]
dfxtp_2         360
inv_2            60
ha_4            150
or3b_4          370
o21a_1          120
or3_1           320
a21oi_2         210
-- final cells by class --
type,count,area [um2],share of cell area
tap,99,123.9,0.07174
clock buffer,4,55.05,0.03188
sequential,24,693.2,0.4014
timing repair buffer,45,397.9,0.2304
multi-input combinational,46,411.6,0.2384
inverter,12,45.04,0.02609
-- metal layers --
layer / up-vias / track usage / share of wire
met4: 0 / 0.005803 / 0.0057
met5: - / 0 / 0
met3: 2 / 0.02080 / 0.093
li1: 387 / - / -
met2: 16 / 0.05654 / 0.42
met1: 339 / 0.05465 / 0.48
-- worst paths after layout --
| check | slack, ps | to | startpoint |
|---|---|---|---|
| max | -90 | three[0] | pc[0] |
| min | 560 | pc[0] | pc[0] |
| max reg2reg | -90 | three[0] | pc[0] |
| min reg2reg | 560 | pc[0] | pc[0] |
-- layout by cell type, fill, tap and decap left out, types with 2 or more instances in the layout --
| master | n |
|---|---|
| xor2_1 | 7 |
| o21a_1 | 2 |
| buf_4 | 21 |
| clkdlybuf4s50_1 | 24 |
| clkbuf_8 | 4 |
| inv_1 | 11 |
| nor2_1 | 3 |
| nor2b_1 | 3 |
| ha_1 | 13 |
| edfxtp_1 | 21 |
| a21oi_1 | 2 |
| dfxtp_2 | 2 |
| nand2_1 | 5 |
-- logic make-up (layout without fill, tap and decap cells) --
logic type / count (synthesis) / count (layout) / share of synthesized area
compound gates: 8 / 8 / 0.05016
xor+xnor: 7 / 7 / 0.05463
fa+ha+maj: 14 / 14 / 0.1561
buf+inv: 13 / 61 / 0.04459
flops: 24 / 24 / 0.6154
simple gates: 17 / 17 / 0.07917
-- stage by stage --
| stage | utilization | worst slack (ps) |
|---|---|---|
| 2_1_floorplan | - | -78.70 |
| 3_3_place_gp | 0.2291 | -68.41 |
| 3_5_place_dp | 0.2291 | -130.7 |
| 4_1_cts | 0.2379 | -86.19 |
| 5_1_grt | 0.2393 | -185.6 |
| 6_report | 0.2393 | -92.35 |
-- what timing repair did --
| item | 4_1_cts | 5_1_grt |
|---|---|---|
| pin swaps | 2 | 1 |
| setup buffers | 0 | 1 |
| gates resized | 1 | 1 |
| endpoints found under the setup margin | 9 | 9 |
Power and IR drop assume default switching activity.
